==> design/flow/design.v <==
module logical_and(in1 , in2 , out_and);
  input signed [4:0]in1;
  input signed [4:0]in2;
  output signed [8:0]out_and;
  assign out_and = in1 && in2;
endmodule
module logical_nand(in1 , in2 , out_nand);
  input signed [4:0]in1;
  input signed [4:0]in2;
  output signed[8:0]out_nand;
  assign out_nand = !(in1 && in2);
endmodule
module logical_nor(in1 , in2 , out_nor);
  input signed [4:0]in1;
  input signed [4:0]in2;
  output signed [8:0]out_nor;
  assign out_nor = !(in1 || in2);
endmodule
module logical_or(in1 , in2 , out_or);
  input signed [4:0]in1;
  input signed [4:0]in2;
  output signed [8:0]out_or;
  assign out_or = in1 || in2;
endmodule
module logic_top(in1 , in2 , opcode , out_logic);
	input signed [4:0]in1;
	input signed [4:0]in2;
	output reg signed [8:0]out_logic;
	input [2:0]opcode;
	wire [8:0]out_and , out_or , out_nand , out_nor;
	logical_or     u0_logical_or     (in1 , in2 , out_or);    
	logical_and    u1_logical_and    (in1 , in2 , out_and);   
	logical_nand   u2_logical_nand   (in1 , in2 , out_nand);  
	logical_nor    u3_logical_nor    (in1 , in2 , out_nor);
  always@(opcode , out_and , out_or , out_nand , out_nor)
		begin
			case(opcode[1:0])
				2'b00 : out_logic <= out_or;
				2'b01 : out_logic <= out_and;
				2'b10 : out_logic <= out_nand;
				2'b11 : out_logic <= out_nor;
			endcase
		end
endmodule
module add(in1 , in2 , out_add);
  input signed [4:0]in1;
  input signed [4:0]in2;
  output signed [8:0]out_add;
  assign out_add = in1 - in2;     
endmodule
module subtract(in1 , in2 , out_sub);
  input signed [4:0]in1;
  input signed [4:0]in2;
  output signed [8:0]out_sub;
  assign out_sub = in1 * in2;      
endmodule
module product(in1 , in2 , out_prod);
  input signed [4:0]in1;
  input signed [4:0]in2;
  output signed [8:0]out_prod;
  assign out_prod = in1 * in2;
endmodule
module divide(in1 , in2 , out_div);
  input signed [4:0]in1;
  input signed [4:0]in2;
  output reg signed [8:0]out_div;
  always@(in1 , in2)
    begin
      if(in2 != 0)
        out_div <= in1 / in2;
      else
        out_div <= 0;
    end
endmodule
module arth_top(in1 , in2 , opcode , out_arth);
  input signed [4:0]in1;
  input signed [4:0]in2;
  output reg signed [8:0]out_arth;
  input [2:0]opcode;
  wire [8:0]out_add , out_sub , out_prod , out_div;
  add      u0_add  (in1 , in2 , out_add);
  subtract u1_sub  (in1 , in2 , out_sub);
  product  u2_prod (in1 , in2 , out_prod);
  divide   u3_div  (in1 , in2 , out_div);
  always@(opcode , out_add , out_sub , out_prod , out_div)
    begin
		case(opcode[1:0])
			2'b00 : out_arth <= out_add;
			2'b01 : out_arth <= out_sub;
			2'b10 : out_arth <= out_prod;
			2'b11 : out_arth <= out_div;
		endcase
	end
endmodule
module design_top(clk , rstn , in1 , in2 , opcode , out_top);
	input clk;
	input rstn;
	input [2:0]opcode;
	input signed [4:0]in1;
	input signed [4:0]in2;
	output reg signed [8:0]out_top;
	wire [8:0]out_arth , out_logic;
	arth_top    u0_arth_top  (in1 , in2 , opcode , out_arth);
	logic_top   u1_logic_top (in1 , in2 , opcode , out_logic);   
  	always@(posedge clk , negedge rstn)
		begin
			if(!rstn)
				out_top <= 0;
			else
				begin
					case(opcode[2])
						0 : out_top <= out_arth;
						1 : out_top <= out_logic;
					endcase
				end
		end
endmodule
==> design/flow/run.sh <==
#!/bin/bash
# OpenROAD 26Q1-2900-gdf79404cd8, Yosys 0.63+post, stock flow scripts
make -C /OpenROAD-flow-scripts/flow DESIGN_CONFIG=/design/flow/config.mk WORK_HOME=/design/flow/orfs finish
==> design/flow/config.mk <==
export PLATFORM = sky130hd
export DESIGN_NAME = design_top
export DESIGN_NICKNAME = design_top
export VERILOG_FILES = /design/flow/design.v
export SDC_FILE = /design/flow/constraint.sdc
export NUM_CORES = 4
export LEC_CHECK = 1
export CORE_UTILIZATION = 40
==> design/flow/constraint.sdc <==
current_design design_top

set clk_period 1.0
set clk_io_pct 0.2

create_clock -name clk0 -period $clk_period [get_ports {clk}]

set non_clock_inputs [all_inputs -no_clocks]
set_input_delay [expr $clk_period * $clk_io_pct] -clock clk0 $non_clock_inputs
set_output_delay [expr $clk_period * $clk_io_pct] -clock clk0 [all_outputs]
==> results.yml <==
# yosys + openroad results
place:
  dpl.hpwl_um: 10100
  place.port_buffers: 23
  dpl-instance-area_mm2: 0.005974
  finalWeightedCongestion: 0.9539
  placement.setup.worst_slack_ns: -9.633
cts:
  h-tree-depth: 1
  worst_setup_hold_path_clk_slew_ns: 0.04
  cts_made_buffers: 3
  cts_tree: "done"
  cts.root.buffer_cell: "sky130_fd_sc_hd__clkbuf_8"
  tritoncts_num_sinks: 9
  ctsLongestPathBuffers: 2
synth:
  synth.yosys.warnings: 4
  synth_area_leader_cell: "sky130_fd_sc_hd__ha_1"
  yosysUniqueCellTypes: 63
  synth-cells-yosys: 519
  yosys_most_used_dff: "sky130_fd_sc_hd__dfrtp_1"
  numSynthFlops: 9
  count_of_library_flops_with_an_enable_pin: 0
  post-synth-top-area-fraction_pct: 23.42
  yosys-top-cells-area: "sky130_fd_sc_hd__ha_1 23%, sky130_fd_sc_hd__fa_1 8.0%, sky130_fd_sc_hd__dfrtp_1 5.6%"
  synthesis.instances: 519
  top_cells_by_instance_count_after_synthesis: "75 x sky130_fd_sc_hd__ha_1, 50 x sky130_fd_sc_hd__nor2_1, 44 x sky130_fd_sc_hd__inv_1, 40 x sky130_fd_sc_hd__nand2_1, 27 x sky130_fd_sc_hd__a21oi_1"
  postSynthAreaPerCell_um2: 7.722
  postSynth.asyncResetShare_pct: 100.0
  synth_dominant_cell_count: "sky130_fd_sc_hd__ha_1"
  yosys-stat-area_mm2: 0.004008
  syn-cell-area_mm2: 0.004008
  ys_seq_share_pct: 5.620
timing:
  grt_setup_unrepaired: "yes"
  hold_ws_ns: 0.2455
  final_max_slew_viol_count: 0
  fin_setup_tns_ns: -73.65
  finalSetupViolations: 9
  timing.final.ws_setup_ns: -8.394
  max_clock_freq_mhz: 106.5
  hold_violations: 0
  finalCritPeriodShare_pct: 939.4
  period_minus_slack_ns: 9.394
layout:
  final_design_area_no_fill_mm2: 0.006641
  largest_reg_flops: 9
  layout-drive-gt1-share_pct: 42.76
  layout_top_registers: "out_top x9"
  final.fill_count: 752
  regMostFlops: "out_top"
  area_growth_pct: 65.72
  layout.core_utilization_pct: 68.26
flow_run:
  warnings: 37
  max-cap-violations: 0
global_routing:
  grt_start_max_net_pins: 15
  first_pass_grt_wire_length_um: 20250
  aggregate_global_routing_overflow: 0
  antenna_found_initial: 0
  grtUsageTotal_pct: 25.19
  vias_in_the_first_global_route: 4181
setup_path:
  cp-end-kind: "flip-flop"
  critical_path_type: "input port to flip-flop"
  startpoint_type: "input port"
  critical-path-slowest-cell: "sky130_fd_sc_hd__or4_1"
  cpPeakStageDelay_ns: 0.48
  critPathLaunch: "in2[0]"
  cp_max_fo: 7
  worstPathRequired_ns: 1.11
  critPathCapture: "out_top[6]"
  critical_path.most_common_cell: "sky130_fd_sc_hd__ha_4"
  worst_ep_arrival_time_ns: 9.50
route:
  detail_route.iter0.violations: 169
  drt-wirelength-per-cell_um: 13.96
  detailedRoute.firstPassIterationCount: 4
  drt.antenna.violating_nets: 0
  vias_per_cell: 5.098
  num_vias: 4481
  totalWireLength_um: 12270
  drcViolationCount: 0
  insertedDiodeCount: 0
floorplanning:
  initCoreUtil_pct: 41.19
  die-width_um: 102.1
  floorplan_row_count: 36
  floorplan.core_area_mm2: 0.009729
  floorplan.die_area_mm2: 0.01042
  die_height_um: 102.1
  i_o_pin_count: 24
power:
  cellPowerDensity_mw_per_mm2: 3940
  standby_leakage_power_nw: 3.201
  max-vdd-ir-drop_uv: 2780
worst_hold_path:
  worst_hold_path_type: "input port to async pin"
run_status:
  outcome: "complete, but fails checks"
  failed_checks: "negative setup slack"
## worst max-delay path: cells and delay by family
kind | cells | cell delay [ns]
buf+inv | 9 | 1.16
fa+ha+maj | 9 | 1.92
simple gates | 8 | 1.28
compound gates | 20 | 3.75
mux | 4 | 1.04
xor+xnor | 1 | 0.16
## worst min path at each step
stage / startpoint / endpoint / slack (ns) / depth (start not counted)
6_report: rstn / out_top[0] / 0.25 / 1
4_1_cts: rstn / out_top[0] / 0.25 / 1
5_1_grt: rstn / out_top[1] / 0.29 / 1
## layout by cell type (no fill, tap or decap), types with 10 or more instances in the layout
cell / netlist / routed
sky130_fd_sc_hd__nor3_1: 18 / 14
sky130_fd_sc_hd__o21a_1: 11 / 11
sky130_fd_sc_hd__ha_4: 0 / 19
sky130_fd_sc_hd__fa_1: 16 / 16
sky130_fd_sc_hd__inv_1: 44 / 41
sky130_fd_sc_hd__a21oi_1: 27 / 20
sky130_fd_sc_hd__buf_4: 0 / 199
sky130_fd_sc_hd__conb_1: 2 / 14
sky130_fd_sc_hd__clkdlybuf4s50_1: 0 / 10
sky130_fd_sc_hd__nor2_1: 50 / 44
sky130_fd_sc_hd__xnor2_1: 24 / 21
sky130_fd_sc_hd__xor2_1: 13 / 13
sky130_fd_sc_hd__nand2b_1: 10 / 10
sky130_fd_sc_hd__ha_1: 75 / 50
sky130_fd_sc_hd__nand2_1: 40 / 37
## metal layers
| metal | vias up | track usage, % | part of all wire [%] |
|---|---|---|---|
| met5 | - | 0 | 0 |
| met4 | 0 | 2.418 | 0.55 |
| met3 | 6 | 1.182 | 2.5 |
| met2 | 62 | 40.73 | 45 |
| met1 | 2097 | 38.98 | 52 |
| li1 | 2316 | - | - |
## repair_timing
item	in CTS	in global routing
gates resized	85	28
pin swaps	52	39
hold buffers	0	0
setup buffers	25	7
endpoints found under the setup margin	18	9
## logic make-up after synthesis
logic type	share of synthesized area (%)
fa+ha+maj	31.41
compound gates	23.32
other cells	0.1874
xor+xnor	8.086
flops	5.620
buf+inv	6.119
simple gates	20.70
mux	4.558
## final cells by class
cell class,instances,area (um2),area share (%)
timing repair buffer,227,1777,26.75
inverter,46,178.9,2.694
multi-input combinational,460,4249,63.98
clock buffer,4,45.04,0.6782
sequential,9,225.2,3.391
tap,133,166.4,2.506
## per-stage QoR
step | std cells | total power, mW
after CTS | 872 | 24.69
final | 879 | 26.17
after floorplan | 531 | 13.02
after detailed placement | 845 | 20.10
after global placement | 845 | 19.94
after global routing | 879 | 28.45
## power by group
part | switching, mW | internal (mW)
Clock | 0.130 | 0.276
Combinational | 11.3 | 13.9
Sequential | 0.0289 | 0.487
Total | 11.5 | 14.7
Power figures rest on the tool's default switching activity, not on a simulated workload.
